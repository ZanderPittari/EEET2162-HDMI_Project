**design/flow/run.sh**
```bash
#!/bin/bash
# OpenROAD 26Q1-2900-gdf79404cd8, Yosys 0.63+post, stock flow scripts
make -C /OpenROAD-flow-scripts/flow DESIGN_CONFIG=/design/flow/config.mk WORK_HOME=/design/flow/orfs finish
```
**design/flow/design.v**
```verilog
module pattern_vg(reset,clk_in, x, y,vn_in, hn_in, dn_in,r_in, g_in, b_in,vn_out, hn_out, den_out,r_out, g_out, b_out,total_active_pix,
total_active_lines,pattern,ramp_step);
parameter B=8;					 
parameter X_BITS=13;
parameter Y_BITS=13;
parameter FRACTIONAL_BITS = 1;
input reset;
input clk_in;
input [X_BITS-1:0] x;
input [Y_BITS-1:0] y;
input vn_in;
input hn_in;
input dn_in;
input [B-1:0] r_in;
input [B-1:0] g_in;
input [B-1:0] b_in;
output reg vn_out; 
output reg hn_out; 
output reg den_out;
output reg [B-1:0] r_out;
output reg [B-1:0] g_out;
output reg [B-1:0] b_out;
input  [X_BITS-1:0] total_active_pix;
input  [Y_BITS-1:0] total_active_lines;
input  [7:0] pattern;
input  [B+FRACTIONAL_BITS-1:0] ramp_step;
reg [B+FRACTIONAL_BITS-1:0] ramp_values;  
always @(posedge(clk_in))
	begin
	 vn_out <= vn_in;
	 hn_out <= hn_in;
	 den_out <= dn_in;
	 if (reset)
		ramp_values <= 0;
	 else if (pattern == 8'b0)  
		 begin
			 r_out <= r_in;
			 g_out <= g_in;
			 b_out <= b_in;
		 end
	 else if (pattern == 8'b1)  
		begin
		 if (dn_in && ((y == 12'b0) || (x == 12'b0) || (x == total_active_pix - 1) || (y == total_active_lines - 1)))
			begin
			 r_out <= 8'hFF;
			 g_out <= 8'hFF;
			 b_out <= 8'hFF;
			end
		 else
			begin
			 r_out <= r_in;
			 g_out <= g_in;
			 b_out <= b_in;
			end
		end
	 else if (pattern == 8'd2)  
		begin
		if ((dn_in) && x[0] == 1'b1)
			begin
			 r_out <= 8'hFF;
			 g_out <= 8'hFF;
			 b_out <= 8'hFF;
			end
		else
		 begin
		 r_out <= 8'b0;
		 g_out <= 8'b0;
		 b_out <= 8'b0;
		 end
		end
	 else if (pattern == 8'd3)  
		begin
		 if ((dn_in) && y[0] == 1'b1)
			 begin
			 r_out <= 8'hFF;
			 g_out <= 8'hFF;
			 b_out <= 8'hFF;
			 end
		 else
			 begin
			 r_out <= 8'b0;
			 g_out <= 8'b0;
			 b_out <= 8'b0;
			 end
		end
	 else if (pattern == 8'd4)  
		 begin
		 r_out <= ramp_values[B+FRACTIONAL_BITS-1:FRACTIONAL_BITS];
		 g_out <= ramp_values[B+FRACTIONAL_BITS-1:FRACTIONAL_BITS];
		 b_out <= ramp_values[B+FRACTIONAL_BITS-1:FRACTIONAL_BITS];
		 if ((x == total_active_pix - 1) && (dn_in))
		 ramp_values <= 0;
		 else if ((x == 0) && (dn_in))
		 ramp_values <= ramp_step;
		 else if (dn_in)
		 ramp_values <= ramp_values + ramp_step;
		 end
	end
endmodule 
module sync_video(clk, reset,v_total_0, v_fp_0,v_bp_0,v_sync_0,
v_total_1,v_fp_1,v_bp_1,v_sync_1,h_total, h_fp, h_bp, h_sync, hv_offset_0,hv_offset_1,
vs_out_wire, hs_out_wire, de_out_wire, v_count_out, h_count_out, x_out, y_out, field_out, clk_out);
parameter X_BITS=12;
parameter Y_BITS=12;
input clk;
input reset;
input [Y_BITS-1:0] v_total_0;
input [Y_BITS-1:0] v_fp_0;
input [Y_BITS-1:0] v_bp_0;
input [Y_BITS-1:0] v_sync_0;
input [Y_BITS-1:0] v_total_1;
input [Y_BITS-1:0] v_fp_1;
input [Y_BITS-1:0] v_bp_1;
input [Y_BITS-1:0] v_sync_1;
input [X_BITS-1:0] h_total;
input [X_BITS-1:0] h_fp;
input [X_BITS-1:0] h_bp;
input [X_BITS-1:0] h_sync;
input [X_BITS-1:0] hv_offset_0;
input [X_BITS-1:0] hv_offset_1;
output vs_out_wire;				
output hs_out_wire;
output de_out_wire;
output reg [Y_BITS:0] v_count_out;
output reg [X_BITS-1:0] h_count_out;
output reg [X_BITS-1:0] x_out;
output reg [Y_BITS:0] y_out;
output reg field_out;
output clk_out;
reg vs_out;
reg hs_out;
reg de_out;
reg [X_BITS-1:0] h_count;
reg [Y_BITS-1:0] v_count;
reg field;
reg [Y_BITS-1:0] v_total;
reg [Y_BITS-1:0] v_fp;
reg [Y_BITS-1:0] v_bp;
reg [Y_BITS-1:0] v_sync;
reg [X_BITS-1:0] hv_offset;
assign clk_out = !clk;				 
always @(posedge(clk))
	begin
	 if (reset)
		h_count <= 0;
	 else
		begin
		if (h_count < h_total - 1)
			h_count <= h_count + 1;
		else
			h_count <= 0;
		end
	end
always @(posedge(clk))
	begin
	 if (reset)
		v_count <= 0;
	 else
		if (h_count == h_total - 1)
		begin
			if (v_count == v_total - 1)
				v_count <= 0;
			else
				v_count <= v_count + 1;
		end
	end
always @(posedge(clk))
	begin
	 if (reset)
		 begin
		 field 	<= 0;
		 v_total <= v_total_0;
		 v_fp 	<= v_fp_0; 		 
		 v_bp 	<= v_bp_0;
		 v_sync 	<= v_sync_0;
		 hv_offset <= hv_offset_0;
		 end
	else if ((v_count == v_total - 1) && (h_count == h_total - 1))
		 begin
			 field 	<= field;
			 v_total <= v_total_1;
			 v_fp 	<= v_fp_0; 				 
			 v_bp 	<= v_bp_1;
			 v_sync 	<= v_sync_1;
			 hv_offset <= hv_offset_1;
		 end
	end
always @(posedge clk)
	begin
		if (reset)
			begin
			 vs_out <= 1'b0; 
			 hs_out <= 1'b0; 
			 de_out <= 1'b0; 
			 field_out <= 1'b0;
			end
		else 
			begin
			 hs_out <= ((h_count < h_sync));
			 de_out <= (((v_count >= v_sync + v_bp) && (v_count <= v_total - v_fp - 1)) && ((h_count >= h_sync + h_bp) && (h_count <= h_total - h_fp - 1)));
			 if ((v_count == 0) && (h_count == hv_offset))
				vs_out <= 1'b1;
			 else if ((v_count == v_sync) && (h_count == hv_offset))
				vs_out <= 1'b0;
				h_count_out <= h_count;
			 if (field)
				v_count_out <= v_count + v_total_0;
			 else
				v_count_out <= v_count;
				x_out <= h_count - (h_sync + h_bp);
				y_out <= { 1'b0, (v_count - (v_sync + v_bp)) }; 	 
				field_out <= field;
			end
	end
	assign vs_out_wire = vs_out;
	assign hs_out_wire = hs_out;
	assign de_out_wire = de_out;
endmodule 
module videoSync(clk_in,globalReset_n,adv7511_hs,adv7511_vs,adv7511_clk,adv7511_d,adv7511_de,pb);
parameter V_TOTAL_0 = 12'd750;
parameter V_FP_0 = 12'd5;
parameter V_BP_0 = 12'd20;
parameter V_SYNC_0 = 12'd5;
parameter V_TOTAL_1 = 12'd0;
parameter V_FP_1 = 12'd0;
parameter V_BP_1 = 12'd0;
parameter V_SYNC_1 = 12'd0;
parameter H_TOTAL = 12'd1650;
parameter H_FP = 12'd110;
parameter H_BP = 12'd220;
parameter H_SYNC = 12'd40;
parameter HV_OFFSET_0 = 12'd0;
parameter HV_OFFSET_1 = 12'd0;
parameter PATTERN_RAMP_STEP = 20'h0333;  
parameter PATTERN_TYPE = 8'd4;  
input clk_in;
input globalReset_n;
input [5:0] pb;
output adv7511_clk;	 	 
output reg adv7511_hs; 			 
output reg adv7511_vs; 			 
output reg [35:0] adv7511_d; 	 
output reg adv7511_de; 			 
wire reset;
assign reset = !globalReset_n;
wire [11:0] x_out;
wire [12:0] y_out;
wire [7:0] r_out;
wire [7:0] g_out;
wire [7:0] b_out;
sync_video #(.X_BITS(12), .Y_BITS(12)) video1(
 .clk(clk_in),
 .reset(reset),
 .clk_out(),  
 .v_total_0(V_TOTAL_0),
 .v_fp_0(V_FP_0),
 .v_bp_0(V_BP_0),
 .v_sync_0(V_SYNC_0),
 .v_total_1(V_TOTAL_1),
 .v_fp_1(V_FP_1),
 .v_bp_1(V_BP_1),
 .v_sync_1(V_SYNC_1),
 .h_total(H_TOTAL),
 .h_fp(H_FP),
 .h_bp(H_BP),
 .h_sync(H_SYNC),
 .hv_offset_0(HV_OFFSET_0),
 .hv_offset_1(HV_OFFSET_1),
 .vs_out_wire(vs), 
 .hs_out_wire(hs), 
 .de_out_wire(de),
 .v_count_out(),
 .h_count_out(),
 .x_out(x_out),
 .y_out(y_out),
 .field_out(field)
);
pattern_vg #(.B(8), .X_BITS(12), .Y_BITS(12), .FRACTIONAL_BITS(12)) pattern1(
 .reset(reset),
 .clk_in(clk_in),
 .x(x_out),
 .y(y_out[11:0]),
 .vn_in(vs),
 .hn_in(hs),
 .dn_in(de),
 .r_in(8'h0),  
 .g_in(8'h0),  
 .b_in(8'h0),  
 .vn_out(vs_out),
 .hn_out(hs_out),
 .den_out(de_out),
 .r_out(r_out),
 .g_out(g_out),
 .b_out(b_out),
 .total_active_pix(H_TOTAL - (H_FP + H_BP + H_SYNC)),  
 .total_active_lines((V_TOTAL_0 - (V_FP_0 + V_BP_0 + V_SYNC_0))),  
 .pattern(PATTERN_TYPE),
 .ramp_step(PATTERN_RAMP_STEP)
 );
 assign adv7511_clk = ~clk_in;
always @(posedge clk_in)
begin
 adv7511_d[35:24] <= { r_out, 4'b0 };
 adv7511_d[23:12] <= { g_out, 4'b0 };
 adv7511_d[11:0] <= { b_out, 4'b0 };
 adv7511_hs <= hs_out;
 adv7511_vs <= vs_out;
 adv7511_de <= de_out;
end
endmodule 
```
**design/flow/config.mk**
```make
export PLATFORM = sky130hd
export DESIGN_NAME = videoSync
export DESIGN_NICKNAME = videoSync
export VERILOG_FILES = /design/flow/design.v
export SDC_FILE = /design/flow/constraint.sdc
export NUM_CORES = 4
export LEC_CHECK = 1
export CORE_UTILIZATION = 30
```
**design/flow/constraint.sdc**
```tcl
current_design videoSync

set clk_period 2.7
set clk_io_pct 0.2

create_clock -name clk0 -period $clk_period [get_ports {clk_in}]

set non_clock_inputs [all_inputs -no_clocks]
set_input_delay [expr $clk_period * $clk_io_pct] -clock clk0 $non_clock_inputs
set_output_delay [expr $clk_period * $clk_io_pct] -clock clk0 [all_outputs]
```
==> impl_metrics.xml <==
<?xml version="1.0" encoding="UTF-8"?>
<metrics>
  <group name="status">
    <metric name="outcome" unit="">finished clean</metric>
  </group>
  <group name="logic_synthesis">
    <metric name="synthSimpleGateAreaFrac" unit="%">22.0</metric>
    <metric name="synth_adder_area_share" unit="%">5.58</metric>
    <metric name="synth_flop_count" unit="">82</metric>
    <metric name="synthTopLogicFamily" unit="">simple AND/OR/NAND/NOR gates</metric>
    <metric name="synth_largest_type_area_fraction" unit="%">30.7</metric>
    <metric name="syn-cell-area" unit="mm²">0.00404</metric>
    <metric name="yosys_warnings" unit="">10</metric>
    <metric name="top_cells_by_area" unit="">sky130_fd_sc_hd__dfxtp_1 (31%), sky130_fd_sc_hd__edfxtp_1 (15%), sky130_fd_sc_hd__ha_1 (5.6%)</metric>
    <metric name="netlist.top_cell.by_area" unit="">sky130_fd_sc_hd__dfxtp_1</metric>
    <metric name="unique_masters_post_synth" unit="">52</metric>
    <metric name="ys_sh_xor" unit="%">8.03</metric>
    <metric name="synth-cells-yosys" unit="">414</metric>
    <metric name="post_synth_seq_share" unit="%">45.6</metric>
    <metric name="synth_area_per_cell" unit="µm²">9.75</metric>
    <metric name="synthesized_netlist_cell_count" unit="">414</metric>
    <metric name="synth.mux.area_fraction" unit="%">0</metric>
    <metric name="synth.yosys.chip_area" unit="mm²">0.00404</metric>
    <metric name="ys.flop_type" unit="">sky130_fd_sc_hd__dfxtp_1</metric>
    <metric name="synth_compound_gate_area_share" unit="%">8.68</metric>
    <metric name="async_flop_share" unit="%">0</metric>
    <metric name="edf_count" unit="">20</metric>
  </group>
  <group name="sta">
    <metric name="relSlewSlack" unit="%">50.6</metric>
    <metric name="post-route-worst-setup-slack" unit="ns">0.125</metric>
    <metric name="finalClockSkew" unit="ns">0.177</metric>
    <metric name="fin_setup_tns" unit="ns">0</metric>
    <metric name="transition_time_at_the_pin_with_the_least_slew_margin" unit="ns">0.739</metric>
    <metric name="final-max-slew-violation-count" unit="">0</metric>
    <metric name="grt_setup_unrepaired" unit="">no</metric>
    <metric name="finalSetupViolations" unit="">0</metric>
    <metric name="final-hold-violation-count" unit="">0</metric>
  </group>
  <group name="worst_setup_path">
    <metric name="timing.reg2reg.setup_slack" unit="ns">0.40</metric>
    <metric name="reg2regPathDepth" unit="">7</metric>
    <metric name="critical_path.reg2reg.startpoint" unit="">video1.v_total[7]</metric>
    <metric name="data_arrival_time_of_the_critical_path" unit="ns">2.03</metric>
    <metric name="crit_fanout" unit="">20</metric>
    <metric name="worst-endpoint-required" unit="ns">2.16</metric>
    <metric name="slowest_stage" unit="">sky130_fd_sc_hd__clkdlybuf4s50_1</metric>
    <metric name="r2r_end" unit="">video1.v_count[10]</metric>
    <metric name="critPathBufInv" unit="">3</metric>
    <metric name="critPathKind" unit="">clock port to output pin</metric>
    <metric name="slowest_delay" unit="ns">0.44</metric>
    <metric name="crit_path_cell_trace" unit="">clkbuf_16 &gt; inv_1 &gt; clkdlybuf4s50_1</metric>
    <metric name="worstSetupStartpointType" unit="">clock port</metric>
    <metric name="cp-end-kind" unit="">output pin</metric>
    <metric name="worst_path_dominant_cell_family" unit="">buffers and inverters</metric>
  </group>
  <group name="drt">
    <metric name="antenna_violating_nets_post_route" unit="">0</metric>
    <metric name="route.detailed.wl_per_inst" unit="µm">11.4</metric>
    <metric name="met2_length" unit="mm">3.15</metric>
    <metric name="viasPerCell" unit="">4.60</metric>
    <metric name="drtIter0Drc" unit="">327</metric>
    <metric name="detail_route.drc_violations" unit="">0</metric>
    <metric name="detailed_routing_iteration_count_for_the_pre_antenna_repair_pass" unit="">4</metric>
    <metric name="met1_length" unit="mm">3.45</metric>
    <metric name="routed_wl" unit="mm">6.94</metric>
    <metric name="route.antenna.diode_count" unit="">0</metric>
    <metric name="detailroute.via_count" unit="">2800</metric>
    <metric name="top_routing_layer_used" unit="">met4</metric>
    <metric name="met3RoutedLength" unit="µm">268</metric>
  </group>
  <group name="grt">
    <metric name="grt_pass1_wl" unit="mm">11.9</metric>
    <metric name="overflow" unit="">0</metric>
    <metric name="grt_start_max_net_pins" unit="">25</metric>
    <metric name="total_routing_usage_reported_by_global_routing" unit="%">10.6</metric>
    <metric name="grt_pass1_vias" unit="">2503</metric>
    <metric name="number_of_antenna_violations_at_the_first_check_in_global_routing" unit="">0</metric>
  </group>
  <group name="power_and_ir_drop">
    <metric name="internal_power" unit="mW">2.06</metric>
    <metric name="share_of_power_burned_in_the_clock_network" unit="%">47.4</metric>
    <metric name="comb_power_share" unit="%">2.4</metric>
    <metric name="p_sw_share" unit="%">19.7</metric>
    <metric name="ir_worst_vdd" unit="mV">0.265</metric>
    <metric name="power-per-cell-area" unit="mW/mm²">558</metric>
    <metric name="power.share.sequential" unit="%">50.2</metric>
    <metric name="p_total" unit="mW">2.56</metric>
    <metric name="total_leakage_power" unit="nW">1.62</metric>
    <metric name="switchingPower" unit="mW">0.504</metric>
  </group>
  <group name="floorplan">
    <metric name="fp.dieW" unit="µm">118</metric>
    <metric name="core.rowCount" unit="">42</metric>
    <metric name="design.portCount" unit="">48</metric>
    <metric name="floorplan.die_area" unit="mm²">0.0139</metric>
    <metric name="floorplan.die.height" unit="µm">118</metric>
    <metric name="core_util_floorplan" unit="%">30.6</metric>
    <metric name="coreArea" unit="mm²">0.0132</metric>
  </group>
  <group name="hold_path">
    <metric name="timing.hold.worst_path_depth" unit="">0</metric>
    <metric name="hold_path_class" unit="">register to register</metric>
    <metric name="timing.hold.worst.start" unit="">pattern1.den_out</metric>
    <metric name="hold-path-endpoint" unit="">adv7511_de</metric>
  </group>
  <group name="finish">
    <metric name="drive_gt1_share" unit="%">7.16</metric>
    <metric name="final_core_density" unit="%">34.8</metric>
    <metric name="area_growth_syn_to_layout" unit="%">13.5</metric>
  </group>
  <group name="clocking">
    <metric name="cts-htree-levels" unit="">3</metric>
    <metric name="cts-root-to-sink-buffers" unit="">2</metric>
    <metric name="cts_tree" unit="">built</metric>
    <metric name="clock.latency.late_pin" unit="ns">0.36</metric>
    <metric name="worst_setup_hold_path_clk_slew" unit="ns">0.06</metric>
    <metric name="clock-root-buffer" unit="">sky130_fd_sc_hd__clkbuf_16</metric>
    <metric name="cts-hold-fix-buffers" unit="">0</metric>
    <metric name="cts_made_buffers" unit="">9</metric>
  </group>
  <group name="placed_design">
    <metric name="globalplace.congestion" unit="">0.910</metric>
    <metric name="port_buffers" unit="">29</metric>
    <metric name="pre_cts_ws" unit="ns">0.347</metric>
    <metric name="dp_hpwl" unit="mm">4.75</metric>
  </group>
  <group name="flow_run">
    <metric name="log.warning_count" unit="">40</metric>
    <metric name="max_cap_viol_count" unit="">0</metric>
  </group>
</metrics>
[power by group through the flow]
stage	clock [mW]	combinational (mW)	sequential (mW)
CTS	1.24	0.0640	1.29
global route	1.30	0.0699	1.29
finish	1.21	0.0626	1.29
[worst reg2reg max path, cell delays in order, from the launching register on]
cell                       delay [ns]
sky130_fd_sc_hd__dfxtp_1         0.53
sky130_fd_sc_hd__inv_1           0.16
sky130_fd_sc_hd__ha_1            0.36
sky130_fd_sc_hd__nand3b_1        0.17
sky130_fd_sc_hd__or4_1           0.46
sky130_fd_sc_hd__nand2_1         0.25
sky130_fd_sc_hd__nor4b_1         0.10
sky130_fd_sc_hd__o21a_1          0.17
[cell usage in the layout (no fill, tap or decap), types with 2 or more instances in the layout]
cell type	count
sky130_fd_sc_hd__o21bai_1	2
sky130_fd_sc_hd__nand4_1	12
sky130_fd_sc_hd__o21ai_0	5
sky130_fd_sc_hd__xnor2_1	16
sky130_fd_sc_hd__or3b_2	2
sky130_fd_sc_hd__a211oi_1	2
sky130_fd_sc_hd__o22ai_1	5
sky130_fd_sc_hd__ha_1	18
sky130_fd_sc_hd__nor4_1	7
sky130_fd_sc_hd__nor2b_1	4
sky130_fd_sc_hd__nand2b_1	3
sky130_fd_sc_hd__or4_1	4
sky130_fd_sc_hd__a31oi_1	8
sky130_fd_sc_hd__buf_4	6
sky130_fd_sc_hd__edfxtp_1	20
sky130_fd_sc_hd__a21oi_1	19
sky130_fd_sc_hd__dfxtp_1	62
sky130_fd_sc_hd__nor3_1	9
sky130_fd_sc_hd__o21a_1	8
sky130_fd_sc_hd__clkdlybuf4s50_1	29
sky130_fd_sc_hd__conb_1	13
sky130_fd_sc_hd__nor3b_1	2
sky130_fd_sc_hd__clkbuf_16	11
sky130_fd_sc_hd__nand3b_1	4
sky130_fd_sc_hd__o211ai_1	3
sky130_fd_sc_hd__inv_1	16
sky130_fd_sc_hd__and2_1	3
sky130_fd_sc_hd__nor4b_1	3
sky130_fd_sc_hd__nor4_2	2
sky130_fd_sc_hd__nand3_1	12
sky130_fd_sc_hd__and3_1	4
sky130_fd_sc_hd__nand2_1	38
sky130_fd_sc_hd__xor2_1	21
sky130_fd_sc_hd__nor2_1	41
[area by class of cell]
| cell class | instances | area [µm²] |
|---|---|---|
| multi-input combinational | 286 | 1840 |
| inverter | 14 | 52.6 |
| timing repair buffer | 34 | 325 |
| fill | 1286 | 8610 |
| tap | 176 | 220 |
| clock buffer | 13 | 289 |
| sequential | 82 | 1840 |
| clock inverter | 4 | 18.8 |
[metrics by stage]
step | cells | instance area (µm²) | hold slack, ns
2_1_floorplan | 426 | 4080 | 0.310
3_3_place_gp | 594 | 4290 | 0.313
3_5_place_dp | 594 | 4290 | 0.312
4_1_cts | 609 | 4580 | 0.326
5_1_grt | 609 | 4580 | 0.332
6_report | 609 | 4580 | 0.325
[synth_stat cells (9+ instances only)]
cell type	n
sky130_fd_sc_hd__ha_1	18
sky130_fd_sc_hd__nand2_1	38
sky130_fd_sc_hd__nand4_1	12
sky130_fd_sc_hd__a21oi_1	19
sky130_fd_sc_hd__nand3_1	12
sky130_fd_sc_hd__inv_1	15
sky130_fd_sc_hd__edfxtp_1	20
sky130_fd_sc_hd__xnor2_1	16
sky130_fd_sc_hd__nor2_1	41
sky130_fd_sc_hd__dfxtp_1	62
sky130_fd_sc_hd__xor2_1	21
sky130_fd_sc_hd__nor3_1	9
sky130_fd_sc_hd__buf_6	9
sky130_fd_sc_hd__buf_4	29
[worst max path at each step]
stage	slack, ns	from	end	depth (start not counted)
after CTS	0.11	clk_in	adv7511_clk	3
after global routing	0.09	clk_in	adv7511_clk	3
final	0.13	clk_in	adv7511_clk	3
[registers in the layout (all words and copies together), names as in the netlist]
| register | flops |
|---|---|
| adv7511_hs | 1 |
| pattern1.vn_out | 1 |
| pattern1.den_out | 1 |
| video1.h_count | 12 |
| pattern1.hn_out | 1 |
| video1.v_total | 1 |
| adv7511_vs | 1 |
| video1.de_out | 1 |
| video1.vs_out | 1 |
| pattern1.b_out | 8 |
| video1.x_out | 12 |
| video1.hs_out | 1 |
| video1.v_count | 12 |
| pattern1.ramp_values | 20 |
| adv7511_d | 8 |
| adv7511_de | 1 |
[cells by family (layout without fill, tap and decap cells)]
group | count (synthesis) | after routing
compound gates | 57 | 57
xor+xnor | 37 | 37
fa+ha+maj | 18 | 18
buf+inv | 58 | 65
flops | 82 | 82
other cells | 1 | 13
simple gates | 161 | 161
[metal layers]
| metal | vias up | global-route usage, % |
|---|---|---|
| met5 | - | 0 |
| met4 | 0 | 1.36 |
| met3 | 6 | 0.990 |
| met2 | 65 | 16.6 |
| met1 | 1296 | 16.6 |
| li1 | 1433 | - |
[repair_timing]
action | 4_1_cts | 5_1_grt
setup buffers | 0 | 0
resized | 0 | 0
endpoints found under the setup margin | 1 | 0
Power and IR drop assume default switching activity.
